[design/flow/design.v]
module apb_cdc #(
   parameter APB_DATA_WIDTH = 32,
   parameter APB_ADDR_WIDTH = 32)(
   input                              src_clk,
   input                              src_rst_n,
   input  [APB_ADDR_WIDTH-1:0]        src_PADDR_i,
   input  [APB_DATA_WIDTH-1:0]        src_PWDATA_i,
   input                               src_PWRITE_i,
   input                               src_PSEL_i,
   input                               src_PENABLE_i,
   output [APB_DATA_WIDTH-1:0]        src_PRDATA_o,
   output                              src_PREADY_o,
   output                              src_PSLVERR_o,
   input                              dest_clk,
   input                              dest_rst_n,
   output [APB_ADDR_WIDTH-1:0]        dest_PADDR_o,
   output [APB_DATA_WIDTH-1:0]        dest_PWDATA_o,
   output                              dest_PWRITE_o,
   output                              dest_PSEL_o,
   output                              dest_PENABLE_o,
   input  [APB_DATA_WIDTH-1:0]        dest_PRDATA_i,
   input                               dest_PREADY_i,
   input                               dest_PSLVERR_i
);
   wire                              asynch_req;
   wire                              asynch_ack;
   wire [APB_ADDR_WIDTH-1:0]        async_PADDR;
   wire [APB_DATA_WIDTH-1:0]        async_PWDATA;
   wire                              async_PWRITE;
   wire                              async_PSEL;
   wire [APB_DATA_WIDTH-1:0]        async_PRDATA;
   wire                              async_PSLVERR;
  apb_master_asynch
  #(
     .APB_DATA_WIDTH ( APB_DATA_WIDTH ),
     .APB_ADDR_WIDTH ( APB_ADDR_WIDTH )
  )
  i_apb_master_asynch
  (
     .clk             ( src_clk        ),
     .rst_n           ( src_rst_n      ),
     .PADDR_i         ( src_PADDR_i    ),
     .PWDATA_i        ( src_PWDATA_i   ),
     .PWRITE_i        ( src_PWRITE_i   ),
     .PSEL_i          ( src_PSEL_i     ),
     .PENABLE_i       ( src_PENABLE_i  ),
     .PRDATA_o        ( src_PRDATA_o   ),
     .PREADY_o        ( src_PREADY_o   ),
     .PSLVERR_o       ( src_PSLVERR_o  ),
     .asynch_req_o    ( asynch_req     ),
     .asynch_ack_i    ( asynch_ack     ),
     .async_PADDR_o   ( async_PADDR    ),
     .async_PWDATA_o  ( async_PWDATA   ),
     .async_PWRITE_o  ( async_PWRITE   ),
     .async_PSEL_o    ( async_PSEL     ),
     .async_PRDATA_i  ( async_PRDATA   ),
     .async_PSLVERR_i ( async_PSLVERR  )
  );
  apb_slave_asynch
  #(
     .APB_DATA_WIDTH  ( APB_DATA_WIDTH ),
     .APB_ADDR_WIDTH  ( APB_ADDR_WIDTH )
  )
  i_apb_slave_asynch
  (
     .clk             ( dest_clk        ),
     .rst_n           ( dest_rst_n      ),
     .PADDR_o         ( dest_PADDR_o    ),
     .PWDATA_o        ( dest_PWDATA_o   ),
      .PWRITE_o        ( dest_PWRITE_o   ),
     .PSEL_o          ( dest_PSEL_o     ),
     .PENABLE_o       ( dest_PENABLE_o  ),
     .PRDATA_i        ( dest_PRDATA_i   ),
     .PREADY_i        ( dest_PREADY_i   ),
     .PSLVERR_i       ( dest_PSLVERR_i  ),
     .asynch_req_i    ( asynch_req      ),
     .asynch_ack_o    ( asynch_ack      ),
     .async_PADDR_i   ( async_PADDR     ),
     .async_PWDATA_i  ( async_PWDATA    ),
     .async_PWRITE_i  ( async_PWRITE    ),
     .async_PSEL_i    ( async_PSEL      ),
     .async_PRDATA_o  ( async_PRDATA    ),
     .async_PSLVERR_o ( async_PSLVERR   )
  );
endmodule 
module apb_master_asynch
#(
   parameter  unsigned APB_DATA_WIDTH = 32,
   parameter  unsigned APB_ADDR_WIDTH = 32
)
(
   input                                clk,
   input                                rst_n,
   input  [APB_ADDR_WIDTH-1:0]         PADDR_i,
   input  [APB_DATA_WIDTH-1:0]         PWDATA_i,
   input                                PWRITE_i,
   input                                PSEL_i,
   input                                PENABLE_i,
   output reg[APB_DATA_WIDTH-1:0]         PRDATA_o,
   output    reg                           PREADY_o,
   output       reg                        PSLVERR_o,
   output            reg                  asynch_req_o,
   input                                asynch_ack_i,
   output reg [APB_ADDR_WIDTH-1:0]         async_PADDR_o,
   output reg[APB_DATA_WIDTH-1:0]         async_PWDATA_o,
   output    reg                           async_PWRITE_o,
   output       reg                        async_PSEL_o,
   input  [APB_DATA_WIDTH-1:0]         async_PRDATA_i,
   input                                async_PSLVERR_i
);
    parameter [1:0] IDLE = 2'b00, REQ_UP = 2'b01, REQ_DOWN = 2'b10;
    reg [1:0] NS, CS;
    reg ack_sync0, ack_sync;
    always @(posedge clk, negedge rst_n)
    begin
        if (!rst_n)
        begin
            ack_sync0  <= 1'b0;
            ack_sync   <= 1'b0;
            CS         <= IDLE;
        end
        else
        begin
            ack_sync0  <= asynch_ack_i;
            ack_sync   <= ack_sync0;
            CS         <= NS;
        end
    end
    always @*
    begin
      NS = CS;
      asynch_req_o   = 1'b0;
      PRDATA_o       = async_PRDATA_i;
      PREADY_o       = 1'b0;
      PSLVERR_o      = async_PSLVERR_i;      
      async_PADDR_o  = PADDR_i;
      async_PWDATA_o = PWDATA_i;
      async_PWRITE_o = PWRITE_i;
      async_PSEL_o   = PSEL_i;
      case(CS)
        IDLE: begin
            if(PSEL_i & PENABLE_i)
            begin
              NS = REQ_UP;
            end
            else
            begin
              NS = IDLE;
            end
        end
        REQ_UP:
        begin
            asynch_req_o = 1'b1;
            if(ack_sync)
            begin
              NS       = REQ_DOWN;
              PREADY_o  = 1'b1;
            end
            else
            begin
               NS = REQ_UP;
            end
        end
        REQ_DOWN:
        begin
            asynch_req_o  = 1'b0;
            if(~ack_sync)
            begin
              NS = IDLE;
            end
            else
            begin
              NS = REQ_DOWN;
            end
        end
        default:
        begin
          NS = IDLE;
        end
      endcase  
    end
endmodule
module apb_slave_asynch
#(
   parameter  unsigned APB_DATA_WIDTH = 32,
   parameter  unsigned APB_ADDR_WIDTH = 32
)
(
   input                               clk,
   input                               rst_n,
   output reg[APB_ADDR_WIDTH-1:0]        PADDR_o,
   output reg[APB_DATA_WIDTH-1:0]        PWDATA_o,
   output    reg                          PWRITE_o,
   output       reg                       PSEL_o,
   output       reg                       PENABLE_o,
   input  [APB_DATA_WIDTH-1:0]        PRDATA_i,
   input                               PREADY_i,
   input                               PSLVERR_i,
   input                               asynch_req_i,
   output          reg                    asynch_ack_o,
   input  [APB_ADDR_WIDTH-1:0]        async_PADDR_i,
   input  [APB_DATA_WIDTH-1:0]        async_PWDATA_i,
   input                               async_PWRITE_i,
   input                               async_PSEL_i,
   output reg[APB_DATA_WIDTH-1:0]        async_PRDATA_o,
   output    reg                          async_PSLVERR_o
);
    parameter [1:0] IDLE = 2'b00, WAIT_PREADY = 2'b01, ACK_UP = 2'b10;
    reg [1:0] NS, CS;
    reg req_sync0, req_sync, sample_req, sample_resp;
    always @(posedge clk, negedge rst_n)
    begin
        if (!rst_n)
        begin
            req_sync0  <= 1'b0;
            req_sync   <= 1'b0;
            CS         <= IDLE;
            PADDR_o        <= 32'h0;
            PWDATA_o       <= 32'h0;
            PWRITE_o       <= 1'b0;
            PSEL_o         <= 1'b0;
            async_PRDATA_o <= 32'h0;
            async_PSLVERR_o<= 1'b0; 
        end
        else
        begin
            req_sync0  <= asynch_req_i;
            req_sync   <= req_sync0;
            CS         <= NS;
            if(sample_req)
            begin
              PADDR_o  <= async_PADDR_i;
              PWDATA_o <= async_PWDATA_i;
              PWRITE_o <= async_PWRITE_i;
              PSEL_o   <= async_PSEL_i;
            end
            if(sample_resp)
            begin
              async_PRDATA_o  <= PRDATA_i;
              async_PSLVERR_o <= PSLVERR_i;  
            end
        end
    end
    always @(*)
    begin
        sample_req  = 1'b0;
        sample_resp = 1'b0;
        PENABLE_o  = 1'b0;
        asynch_ack_o   = 0;    
        NS = CS;
        case(CS)
          IDLE: begin
              sample_req = req_sync;
              if(req_sync)
              begin
                NS = WAIT_PREADY;
              end
              else
              begin
                NS = IDLE;
              end
          end
          WAIT_PREADY:
          begin
              PENABLE_o   = 1'b1;
              sample_resp = PREADY_i; 
              if(PREADY_i)
              begin
                NS       = ACK_UP;
              end
              else
              begin
                NS = WAIT_PREADY;
              end
          end
          ACK_UP:
          begin
              asynch_ack_o  = 1'b1;
	      if(~req_sync)
            begin
              NS = IDLE;
            end
            else
            begin
              NS = ACK_UP;
            end
        end
        default:
        begin
          NS = IDLE;
        end
      endcase 
    end
endmodule
[design/flow/run.sh]
#!/bin/bash
# OpenROAD 26Q1-2900-gdf79404cd8, Yosys 0.63+post, stock flow scripts
make -C /OpenROAD-flow-scripts/flow DESIGN_CONFIG=/design/flow/config.mk WORK_HOME=/design/flow/orfs finish
[design/flow/config.mk]
export PLATFORM = sky130hd
export DESIGN_NAME = apb_cdc
export DESIGN_NICKNAME = apb_cdc
export VERILOG_FILES = /design/flow/design.v
export SDC_FILE = /design/flow/constraint.sdc
export NUM_CORES = 4
export LEC_CHECK = 1
export CORE_UTILIZATION = 40
[design/flow/constraint.sdc]
current_design apb_cdc

set clk_period 3.1
set clk_io_pct 0.2

create_clock -name clk0 -period $clk_period [get_ports {dest_clk}]
create_clock -name clk1 -period $clk_period [get_ports {src_clk}]

set non_clock_inputs [all_inputs -no_clocks]
set_input_delay [expr $clk_period * $clk_io_pct] -clock clk0 $non_clock_inputs
set_output_delay [expr $clk_period * $clk_io_pct] -clock clk0 [all_outputs]
==> impl_metrics.toml <==
# yosys + openroad results
[synthesis]
yosys-stat-area_um2 = 4100
postSynthCellCount = 235
yosys.area_share.adder = 0
synth_xor_xnor_area_share = 0
synth-seq-cells = 109
synth_top_area_share = 0.653
yosysSeqAreaShare = 0.666
aoi_share = 0.00458
synthesis_warning_total = 2
synth.largest_area_cell = "sky130_fd_sc_hd__dfrtp_1"
top_cells_by_area = "sky130_fd_sc_hd__dfrtp_1 (65%), sky130_fd_sc_hd__mux2_2 (19%), sky130_fd_sc_hd__mux2_4 (11%), sky130_fd_sc_hd__dfstp_2 (1.3%), sky130_fd_sc_hd__buf_6 (1.1%)"
post_synth.cell_area_avg_um2 = 17.5
yosysCellCount = 235
synthTopLogicFamily = "multiplexers"
synth.cell_area_um2 = 4100
portion_of_netlist_area_occupied_by_mux_cells = 0.298
number_of_unique_standard_cell_types_used_by_synthesis = 12
synth-simple-area-share = 0.0104

[place]
placement.io_buffers = 204
dp_slack_ns = 1.06
routabilityCongestion = 0.795
dpl_wire_length_um = 6770

[worst_setup_path]
start_kind = "flip-flop"
crit_path_kind = "flip-flop to output pin"
end_kind = "output pin"
worst-path-max-fanout = 2
crit_path_top_delay_cell = "sky130_fd_sc_hd__clkdlybuf4s50_1"
cell_chain_critical_path = "clkdlybuf4s50_1"
cp_top_family = "buffers and inverters"
delay_of_the_slowest_cell_on_the_worst_path_ns = 0.53
critical_path_required_ns = 2.48
cp.arrival_ns = 1.23
path_buffers = 1

[min_path]
holdCritPathClass = "primary input to asynchronous set/reset pin"

[finish]
lay_top_cells = "sky130_fd_sc_hd__clkdlybuf4s50_1 (203), sky130_fd_sc_hd__dfrtp_1 (107), sky130_fd_sc_hd__mux2_2 (70)"
final_layout_top_logic_cell = "sky130_fd_sc_hd__clkdlybuf4s50_1"
finish.utilization = 0.660
fill_cells = 728
drive_above_1_share = 0.272
areaGrowthSynthToFinish_pct = 58.8

[route]
first_pass_iters = 4
first_iter_violations = 35
detail_route.vias_per_cell = 4.62
routed-via-count = 2703
routedWlPerCell_um = 16.2
final_antenna_net_count = 0
wirelength_um = 9460
antenna_cells = 0
post-route-drc-count = 0

[global_routing]
grt_most_used_layer = "met2"
met3_use_gr = 0.0608
grt_pass1_wl_um = 14000
grt_remaining_overflow = 0
use_met1 = 0.265
routing_usage_on_met2 = 0.286
maximum_number_of_pins_on_one_net_before_global_route_repair = 64
groute.usage.overall = 0.183
number_of_antenna_violations_at_the_first_check_in_global_routing = 0
vias_in_the_first_global_route = 2641

[timing]
worst_slew_pin_slew_ns = 0.633
rsz0062_at_grt = "no"
fin_clk_skew_ns = 0.00523
hold_violations = 0
finalWorstSetupSlack_ns = 1.25
slew_headroom = 0.578
setup-tns-final_ns = 0
final-max-slew-violation-count = 0
setup_viol_count_final = 0

[power_and_ir_drop]
reported_leakage_power_uw = 0.00284
ir_worst_vdd_uv = 505
power_per_cell_area_nw_per_um2 = 885
report.power.total_uw = 5760

[floorplan]
number_of_ports_placed_on_the_die_boundary = 206
fp.dieW_um = 103
die_height_um = 103
row_count = 36
initial_core_util = 0.416
chipArea_um2 = 10700
fp.coreArea_um2 = 9860

[clocking]
ctsResizeCount = 0
clkSlewWorstSetupHoldPaths_ns = 0.09
clock_tree_from_tritoncts = "built"
clock_sinks = 109
cts.hold.buffers_added = 0
post_cts_setup_buffer_count = 0

[flow_run]
log.warning_count = 27
maxCapViolations = 0

[outcome]
outcome = "completed"
sequential cells by signal, summed over array words and instances (netlist names):
register                            flops
i_apb_slave_asynch.PSEL_o               1
i_apb_slave_asynch.PWDATA_o            32
i_apb_master_asynch.ack_sync0           1
i_apb_slave_asynch.PWRITE_o             1
i_apb_master_asynch.CS                  3
i_apb_slave_asynch.req_sync0            1
i_apb_master_asynch.ack_sync            1
i_apb_slave_asynch.req_sync             1
i_apb_slave_asynch.async_PRDATA_o      32
i_apb_slave_asynch.CS                   3
i_apb_slave_asynch.async_PSLVERR_o      1
i_apb_slave_asynch.PADDR_o             32
synthesized netlist by cell type:
master                    count
sky130_fd_sc_hd__a22o_1       1
sky130_fd_sc_hd__buf_2        6
sky130_fd_sc_hd__buf_6        4
sky130_fd_sc_hd__dfrtp_1    107
sky130_fd_sc_hd__dfstp_2      2
sky130_fd_sc_hd__inv_1        3
sky130_fd_sc_hd__mux2_2      70
sky130_fd_sc_hd__mux2_4      29
sky130_fd_sc_hd__nand2_1      5
sky130_fd_sc_hd__nand3_1      1
sky130_fd_sc_hd__nor2_1       5
sky130_fd_sc_hd__o21ai_0      2
metrics by stage:
step | hold WS, ns | instances | cell area, µm²
global route | 0.276 | 585 | 6520
floorplan | 0.324 | 235 | 4100
finish | 0.247 | 585 | 6520
detailed placement | 0.343 | 566 | 6280
global placement | 0.336 | 566 | 6280
CTS | 0.254 | 585 | 6520
worst reg2reg max path: cells and delay by family (launching register included):
kind                   cells  cell delay (ns)
and+or+nand+nor            1             0.49
buffers and inverters      1             0.38
DFF                        1             0.43
muxes                      1             0.37
worst paths after layout:
kind,from,to,slack (ns),depth (start not counted)
min in group clk1,i_apb_master_asynch.ack_sync0$_DFF_PN0_,i_apb_master_asynch.ack_sync$_DFF_PN0_,0.35,0
max reg2reg,i_apb_slave_asynch.req_sync$_DFF_PN0_,i_apb_slave_asynch.PADDR_o[31]$_DFFE_PN0P_,1.32,3
min in group clk0,i_apb_master_asynch.CS[2]$_DFF_PN0_,i_apb_slave_asynch.req_sync0$_DFF_PN0_,0.27,0
min,dest_rst_n,i_apb_slave_asynch.PADDR_o[3]$_DFFE_PN0P_,0.25,1
max in group asynchronous,dest_rst_n,i_apb_slave_asynch.CS[0]$_DFF_PN1_,2.06,2
min reg2reg,i_apb_master_asynch.CS[2]$_DFF_PN0_,i_apb_slave_asynch.req_sync0$_DFF_PN0_,0.27,0
max,i_apb_slave_asynch.async_PRDATA_o[20]$_DFFE_PN0P_,src_PRDATA_o[20],1.25,1
max in group clk1,src_PSEL_i,i_apb_master_asynch.CS[0]$_DFF_PN1_,1.87,3
power by group:
group	internal, µW	leakage [µW]	switching (µW)
Clock	479	0.000115	463
Combinational	1890	0.00144	450
Sequential	2130	0.00129	346
Total	4500	0.00284	1260
layout make-up:
cell class / count / area (µm²) / area share
clock buffer: 16 / 190 / 0.0292
sequential: 109 / 2730 / 0.419
inverter: 3 / 11.3 / 0.00173
timing repair buffer: 208 / 2080 / 0.320
multi-input combinational: 113 / 1290 / 0.198
clock inverter: 3 / 42.5 / 0.00653
tap: 133 / 166 / 0.0255
kinds of logic after synthesis:
kind of cell	count (synthesis)
flops	109
mux	99
buf+inv	13
simple gates	11
compound gates	3
routing by layer:
layer  vias to the layer above  part of all wire
li1                       1236                 -
met1                      1328              0.42
met5                         -                 0
met4                         0             0.022
met2                       127              0.46
met3                        12             0.096
Power figures rest on the tool's default switching activity, not on a simulated workload.
